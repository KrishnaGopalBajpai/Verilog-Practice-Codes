[run.sh]
#!/bin/bash
# OpenROAD 26Q1-2900-gdf79404cd8, Yosys 0.63+post, stock flow scripts
make -C /OpenROAD-flow-scripts/flow DESIGN_CONFIG=/design/flow/config.mk WORK_HOME=/design/flow/orfs finish
[config.mk]
export PLATFORM = sky130hd
export DESIGN_NAME = RCA
export DESIGN_NICKNAME = RCA
export VERILOG_FILES = /design/flow/design.v
export SDC_FILE = /design/flow/constraint.sdc
export NUM_CORES = 4
export LEC_CHECK = 1
export CORE_AREA = 10 10 70 70
export DIE_AREA = 0 0 80 80
[constraint.sdc]
current_design RCA

set clk_period 6.1
set clk_io_pct 0.2

create_clock -name clk0 -period $clk_period

set non_clock_inputs [all_inputs -no_clocks]
set_input_delay [expr $clk_period * $clk_io_pct] -clock clk0 $non_clock_inputs
set_output_delay [expr $clk_period * $clk_io_pct] -clock clk0 [all_outputs]
[design.v]
module full_adder (a,b,c,sum,count);
input a,b,c;
output sum,count;
wire t1,t2,t3;
xor G1(t1,a,b),G2(sum,t1,c);
and G3(t2,a,b),G4(t3,t1,c);
or (count,t2,t3);
endmodule 
module RCA (c_out,sum,a,b,c_in);
parameter N=8;
input [N-1:0] a,b; input c_in;
output [N-1:0] sum; output c_out;
wire [N:0] ca;   
 assign ca[0]=c_in;
 assign c_out=ca[N];
  genvar i;
   generate for(i=0;i<N;i++)
     begin: fa_loop
       wire t1,t2,t3;
         xor G1(t1,a[i],b[i]),G2(sum[i],t1,ca[i]);
         and G3(t2,a[i],b[i]),G4(t3,t1,ca[i]);
         or (ca[i+1],t2,t3);
        end
      endgenerate
   endmodule
==> reports/metrics.csv <==
metric;value;unit
yosys_warnings;0;
netSwitchingPower;12.6;uW
ioPinCount;26;
setup_viol;0;
yosysTopAreaCell;fa_1;
die_x;80;um
antenna-diode-count;0;
initial_core_util;5.79;%
tightest_slew;0.0988;ns
fillers;391;
initialDrtViolationCount;2;
finalNonFillerCells;90;
clock_buffers;0;
p_leak;0.208;nW
cp_slowest_cell;fa_1;
cp.arrival;4.68;ns
yosys_area;198;um^2
layout-drive-gt1-share;27.3;%
crit_top_cell;fa_2;
endpoint_kind;primary output;
area_growth;167;%
dp_cells;90;
viasPerCell;2.30;
maxCapViolCount;0;
fmax;0.170;GHz
hold_viol;0;
grt_pass1_vias;247;
antenna_left;0;
path_cells;dlygate4sd2_1, inv_2, fa_2, inv_2, fa_2, fa_2, fa_2, fa_2, fa_2, fa_2, inv_2, fa_1, inv_1, dlygate4sd2_1;
grt_usage;2.28;%
yosys_cells;18;
grt_pass1_wl;1.15;mm
synth_cells;18;
hpwl;762;um
final.min_clock_period;5.90;ns
worstPathRequired;4.88;ns
antenna_found_initial;0;
cp_max_fo;1;
comb_area;178;um^2
synth_area;198;um^2
worst_path_largest_cell_delay;0.40;ns
flop-count;0;
totalWireLength;754;um
pwr-share-comb;100.0;%
wl_per_cell;8.38;um
rows;21;
stdcell_area;528;um^2
post_dp_cell_area;515;um^2
ff_latch_area;0;um^2
globalplace.congestion;0.786;
holdPathStages;5;
status;finished clean;
powerDensity;84.9;mW/mm^2
firstDrtPassIters;2;
worst_slack;0.204;ns
vias;207;
ys_seq_share;0;%
tns;0;ns
dieArea;0.00640;mm^2
drcViolationCount;0;
clkPwrFrac;0;%
synthDistinctLibCells;2;
grt_setup_unrepaired;false;
slew_viol_final;0;
grt_overflow;0;
finalCritPeriodShare;96.7;%
max-slew-margin-rel;93.4;%
hp-class;in -> out;
die_height;80;um
p_int;32.2;uW
top_area_share;81.0;%
synth.avg_cell_area;11.0;um^2
grt_max_degree;2;
p_seq_share;0;%
core;0.00342;mm^2
startpoint_type;input pin;
critical_path_class;in -> out;
portBuffers;26;
yosys-top-cells-area;fa_1, inv_1;
pre_cts_ws;-0.358;ns
power_switching_share;28.2;%
vdd_drop_max;0.0341;mV
warnings;32;
[cell usage in the layout, fill, tap and decap left out]
master           count
fa_2                 7
clkdlybuf4s50_1     22
fa_1                 1
inv_1                5
dlygate4sd2_1        4
inv_2                5
[per-layer routing]
metal  part of all wire [%]  wire (um)  vias up  global-route usage (%)
li1                       -          -       96                       -
met1                     43        321       86                    2.92
met2                     25        189       25                    2.73
met3                     32        242        0                    2.39
met4                      0          0        0                       0
met5                      0          0        -                       0
[worst max-delay path: cells and delay by family]
| family | cells | cell delay [ns] |
|---|---|---|
| adder cells (fa/ha/maj) | 8 | 2.80 |
| buffers and inverters | 6 | 0.66 |
[stage by stage]
| step | utilization, % | hold slack [ns] | power (mW) |
|---|---|---|---|
| after floorplan | - | 2.55 | 0.00642 |
| after global placement | 15.1 | 3.49 | 0.0451 |
| after detailed placement | 15.1 | 3.49 | 0.0448 |
| after CTS | 15.5 | 3.31 | 0.0459 |
| after global routing | 15.5 | 3.36 | 0.0513 |
| final | 15.5 | 3.31 | 0.0448 |
[cell usage after synthesis, drive strengths merged]
cell   n
inv   10
fa     8
[logic make-up (layout without fill, tap and decap cells)]
group      count (synthesis)  in the layout  synth area share, %
fa+ha+maj                  8              8                 81.0
buf+inv                   10             36                 19.0
[worst paths after layout]
| check | slack [ns] | start | end |
|---|---|---|---|
| setup / recovery | 0.20 | c_in | sum[7] |
| hold / removal | 3.31 | b[7] | sum[7] |
[cell type report]
class                      count  share of cell area, %
timing repair buffer          26                   48.3
multi-input combinational      8                   33.6
tap                           46                   10.9
inverter                      10                   7.11
[power groups by stage]
stage         registers, mW  logic (mW)  clock network, mW
finish                    0      0.0448                  0
global route              0      0.0513                  0
CTS                       0      0.0459                  0
[timing repair]
item | CTS | global route
resized | 16 | 0
hold buffers | 0 | 0
endpoints found under the hold margin | 0 | 0
setup buffers | 0 | 0
setup endpoints to repair | 2 | 0
Power and IR drop assume default switching activity.
