`flow/design.v`:
```
module sim_counter (clk,rst,count);
input clk, rst;
output reg [31:0] count;
always@ (posedge clk)
begin
if(rst)
count=32'b0;
else
count=count +1;
end
endmodule
```
`flow/run.sh`:
```
#!/bin/bash
# OpenROAD 26Q1-2900-gdf79404cd8, Yosys 0.63+post, stock flow scripts
make -C /OpenROAD-flow-scripts/flow DESIGN_CONFIG=/design/flow/config.mk WORK_HOME=/design/flow/orfs finish
```
`flow/config.mk`:
```
export PLATFORM = sky130hd
export DESIGN_NAME = sim_counter
export DESIGN_NICKNAME = sim_counter
export VERILOG_FILES = /design/flow/design.v
export SDC_FILE = /design/flow/constraint.sdc
export NUM_CORES = 4
export LEC_CHECK = 1
export CORE_UTILIZATION = 30
```
`flow/constraint.sdc`:
```
current_design sim_counter

set clk_period 3.9
set clk_io_pct 0.2

create_clock -name clk0 -period $clk_period [get_ports {clk}]

set non_clock_inputs [all_inputs -no_clocks]
set_input_delay [expr $clk_period * $clk_io_pct] -clock clk0 $non_clock_inputs
set_output_delay [expr $clk_period * $clk_io_pct] -clock clk0 [all_outputs]
```
==> impl_metrics.xml <==
<?xml version="1.0" encoding="UTF-8"?>
<metrics>
  <group name="timing">
    <metric name="finClkSkew" unit="ns">0.006625</metric>
    <metric name="worst_slew_margin" unit="%">63.30</metric>
    <metric name="final_slew_viol_count" unit="">0</metric>
    <metric name="layout_min_cycle_time" unit="ns">2.209</metric>
    <metric name="final.setup.worst_slack" unit="ns">1.691</metric>
    <metric name="fmax" unit="MHz">452.8</metric>
    <metric name="worstMarginPinSlew" unit="ns">0.5505</metric>
    <metric name="timing.final.setup_violations" unit="">0</metric>
    <metric name="hold_viol_final" unit="">0</metric>
    <metric name="finalCritPeriodShare" unit="%">56.63</metric>
    <metric name="fin_worst_hold_slack" unit="ns">0.4765</metric>
    <metric name="fin_setup_tns" unit="ns">0</metric>
    <metric name="grt_setup_unrepaired" unit="">false</metric>
  </group>
  <group name="grt">
    <metric name="grt_max_degree" unit="">37</metric>
    <metric name="grt_pass1_wl" unit="mm">5.085</metric>
    <metric name="groute.usage.overall" unit="%">12.39</metric>
    <metric name="first_global_vias" unit="">1109</metric>
    <metric name="antenna_found_initial" unit="">0</metric>
    <metric name="gr-total-overflow" unit="">0</metric>
  </group>
  <group name="clocking">
    <metric name="cts_repair_resize_count" unit="">0</metric>
    <metric name="cts_tree" unit="">yes</metric>
    <metric name="cts_buffers" unit="">5</metric>
    <metric name="clk_transition_reported_paths" unit="ns">0.06</metric>
    <metric name="clock_latency" unit="ns">0.28</metric>
    <metric name="cts_num_sinks" unit="">32</metric>
    <metric name="cts.repair_timing.setup_buffer_count" unit="">0</metric>
    <metric name="ctsHoldBuffers" unit="">0</metric>
    <metric name="clock_tree.buffer_depth" unit="">2</metric>
    <metric name="cts_max_level" unit="">2</metric>
    <metric name="clk_root_buf" unit="">sky130_fd_sc_hd__clkbuf_8</metric>
  </group>
  <group name="detailed_routing">
    <metric name="routed_wirelength" unit="mm">3.124</metric>
    <metric name="route.vias.total" unit="">1313</metric>
    <metric name="detail_route.antenna_diodes" unit="">0</metric>
    <metric name="via_per_inst" unit="">4.899</metric>
    <metric name="dr.first_iter.drc_count" unit="">101</metric>
    <metric name="detailedRoute.firstPassIterationCount" unit="">4</metric>
    <metric name="detail-route-antenna-nets" unit="">0</metric>
    <metric name="drc_errors" unit="">0</metric>
    <metric name="routed_wire_length_per_instance" unit="um">11.66</metric>
  </group>
  <group name="final_layout">
    <metric name="layout.cells.most_common" unit="">sky130_fd_sc_hd__clkdlybuf4s50_1</metric>
    <metric name="final_core_utilization" unit="%">40.95</metric>
    <metric name="largest_register_ff_count" unit="">32</metric>
    <metric name="drive_gt1_share" unit="%">6.468</metric>
    <metric name="flip_flop_and_latch_area" unit="um2">640.6</metric>
    <metric name="lay_top_cells" unit="">sky130_fd_sc_hd__clkdlybuf4s50_1, sky130_fd_sc_hd__dfxtp_1, sky130_fd_sc_hd__a21oi_1, sky130_fd_sc_hd__nor2_1, sky130_fd_sc_hd__or4_1</metric>
    <metric name="non_filler_instance_count_after_layout" unit="">268</metric>
    <metric name="area_growth" unit="%">31.13</metric>
    <metric name="filler_cell_count" unit="">465</metric>
    <metric name="comb_area" unit="um2">763.2</metric>
    <metric name="final_cell_area" unit="um2">1934</metric>
  </group>
  <group name="critical_path">
    <metric name="ff2ff_path_depth" unit="">4</metric>
    <metric name="regToRegEndpoint" unit="">count[21]$_SDFF_PP0_</metric>
    <metric name="worst_setup_path_end_kind" unit="">register</metric>
    <metric name="slowest_stage" unit="">sky130_fd_sc_hd__or4_1</metric>
    <metric name="startpoint_type" unit="">register</metric>
    <metric name="worst_path_largest_cell_delay" unit="ns">0.78</metric>
    <metric name="reg2reg_slack" unit="ns">1.69</metric>
    <metric name="worstPathMaxFanout" unit="">19</metric>
    <metric name="timing.critical_path.from" unit="">count[2]$_SDFF_PP0_</metric>
    <metric name="critical_path_arrival" unit="ns">2.38</metric>
    <metric name="crit_required" unit="ns">4.07</metric>
    <metric name="critical_path.endpoint" unit="">count[21]$_SDFF_PP0_</metric>
    <metric name="timing.critical_path.cells" unit="">nand3_2, or4_1, nor4_1, mux2_2</metric>
    <metric name="regToRegStartpoint" unit="">count[2]$_SDFF_PP0_</metric>
    <metric name="crit_type" unit="">register to register</metric>
  </group>
  <group name="logic_synthesis">
    <metric name="post_synth.cell_area_avg" unit="um2">8.781</metric>
    <metric name="synthesized_cell_area" unit="um2">1475</metric>
    <metric name="post_synth_num_cell_types" unit="">29</metric>
    <metric name="yosys.area.top_type" unit="">sky130_fd_sc_hd__dfxtp_1</metric>
    <metric name="area_leaders" unit="">sky130_fd_sc_hd__dfxtp_1, sky130_fd_sc_hd__or4_1, sky130_fd_sc_hd__a21oi_1</metric>
    <metric name="synth_stat.cells" unit="">168</metric>
    <metric name="top_area_share" unit="%">43.43</metric>
    <metric name="syn_inst" unit="">168</metric>
    <metric name="synth.yosys.chip_area" unit="um2">1475</metric>
    <metric name="synth_warnings" unit="">1</metric>
    <metric name="yosys.stat.seqShare" unit="%">43.43</metric>
    <metric name="number_of_flip_flops_and_latches_in_the_synthesized_netlist" unit="">32</metric>
  </group>
  <group name="floorplanning">
    <metric name="boundaryPins" unit="">34</metric>
    <metric name="coreArea" unit="um2">4723</metric>
    <metric name="row_count" unit="">25</metric>
    <metric name="chipHeight" unit="um">72.12</metric>
    <metric name="chip_area" unit="um2">5201</metric>
    <metric name="fp_util" unit="%">31.23</metric>
    <metric name="die-width" unit="um">72.12</metric>
  </group>
  <group name="hold_path">
    <metric name="worst_hold_path_type" unit="">register to register</metric>
  </group>
  <group name="run">
    <metric name="log.warning_count" unit="">25</metric>
    <metric name="maxCapViolations" unit="">0</metric>
  </group>
  <group name="placement">
    <metric name="port_buffers" unit="">33</metric>
    <metric name="placed_area" unit="um2">1844</metric>
    <metric name="dpl_ws" unit="ns">1.707</metric>
    <metric name="place.gp.congestion" unit="">0.8083</metric>
    <metric name="dp.cells" unit="">260</metric>
    <metric name="detailed_place_hpwl" unit="mm">2.043</metric>
  </group>
  <group name="power">
    <metric name="power.density_cell_area" unit="nW/um2">314.8</metric>
    <metric name="report.power.total" unit="mW">0.6090</metric>
    <metric name="max-vdd-ir-drop" unit="mV">0.1644</metric>
    <metric name="leakage" unit="nW">0.5728</metric>
  </group>
  <group name="run_status">
    <metric name="result_of_the_run" unit="">complete, no violations</metric>
  </group>
</metrics>
==> Yosys cell counts <==
cell,number
sky130_fd_sc_hd__a21oi_1,17
sky130_fd_sc_hd__and4_1,2
sky130_fd_sc_hd__and4_4,1
sky130_fd_sc_hd__buf_2,3
sky130_fd_sc_hd__buf_6,2
sky130_fd_sc_hd__clkbuf_1,4
sky130_fd_sc_hd__dfxtp_1,32
sky130_fd_sc_hd__ha_1,1
sky130_fd_sc_hd__inv_1,5
sky130_fd_sc_hd__mux2_1,1
sky130_fd_sc_hd__mux2_2,3
sky130_fd_sc_hd__nand2_1,11
sky130_fd_sc_hd__nand3_1,8
sky130_fd_sc_hd__nand3_2,1
sky130_fd_sc_hd__nand4_1,5
sky130_fd_sc_hd__nor2_1,14
sky130_fd_sc_hd__nor2b_1,5
sky130_fd_sc_hd__nor3_1,2
sky130_fd_sc_hd__nor3b_1,1
sky130_fd_sc_hd__nor4_1,3
sky130_fd_sc_hd__o21ai_0,6
sky130_fd_sc_hd__o31ai_1,11
sky130_fd_sc_hd__or3_1,6
sky130_fd_sc_hd__or3b_1,1
sky130_fd_sc_hd__or4_1,12
sky130_fd_sc_hd__or4_4,1
sky130_fd_sc_hd__or4b_1,1
sky130_fd_sc_hd__xnor2_1,5
sky130_fd_sc_hd__xor2_1,4
==> critical path: cells and delay by family (launching register included) <==
family / cells / cell delay [ns]
and+or+nand+nor: 3 / 1.30
muxes: 1 / 0.36
DFF: 1 / 0.44
==> worst min-delay path by stage <==
stage | cells after the start | from | slack (ns) | end
finish | 1 | count[0]$_SDFF_PP0_ | 0.48 | count[0]$_SDFF_PP0_
CTS | 1 | count[0]$_SDFF_PP0_ | 0.48 | count[0]$_SDFF_PP0_
global route | 1 | count[0]$_SDFF_PP0_ | 0.49 | count[0]$_SDFF_PP0_
==> report_power, final <==
group	switching (mW)	internal, mW	leakage [nW]
clock network	0.115	0.144	0.0455
logic	0.00878	0.00852	0.269
registers	0.00342	0.329	0.258
total	0.127	0.482	0.573
==> metal layers <==
layer | vias up | track usage, % | share of wire [%]
met5 | - | 0 | 0
met4 | 0 | 1.961 | 1.4
met3 | 5 | 3.662 | 5.6
met2 | 32 | 17.55 | 42
met1 | 592 | 19.58 | 51
li1 | 684 | - | -
==> logic make-up (layout without fill, tap and decap cells) <==
kind of cell | count (synthesis) | count (layout) | share of synthesized area [%]
flip-flops | 32 | 32 | 43.43
buffers and inverters | 14 | 47 | 4.834
multiplexers | 4 | 4 | 3.053
AND-OR/OR-AND | 34 | 34 | 13.40
XOR/XNOR | 9 | 9 | 5.343
AND/OR/NAND/NOR | 74 | 74 | 29.09
adder cells (fa/ha/maj) | 1 | 1 | 0.8480
==> layout make-up <==
| type | instances | area share [%] |
|---|---|---|
| Multi-Input combinational cell | 122 | 39.46 |
| Sequential cell | 32 | 33.12 |
| Timing Repair Buffer | 34 | 17.46 |
| Clock buffer | 8 | 4.657 |
| Tap cell | 67 | 4.334 |
| Inverter | 5 | 0.9702 |
Power is estimated from default activity; no workload was simulated.
